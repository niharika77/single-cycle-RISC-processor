==> flow/design.v <==
`timescale 1ns / 1ps
module adder (a,b,c,sum,cout);
    input a;
    input b;
    input c;
  	output sum;
  	output cout;
	wire w1, w2, w3;
	xor x1(w1,a,b);
	xor x2(sum,w1,c);
	and a1(w2,a,b);
	and a2(w3,w1,c);
	or o1(cout,w2,w3);
endmodule
`timescale 1ns / 1ps
module adder_16bit (a,b,cin,s);		 
input [15:0]a;
input [15:0]b;
input cin;
output [15:0]s;
wire carry;
wire [14:0]c;
adder z0(.a(a[0]),.b(b[0]),.c(cin),.sum(s[0]),.cout(c[0]));
adder z1(.a(a[1]),.b(b[1]),.c(c[0]),.sum(s[1]),.cout(c[1]));
adder z2(.a(a[2]),.b(b[2]),.c(c[1]),.sum(s[2]),.cout(c[2]));
adder z3(.a(a[3]),.b(b[3]),.c(c[2]),.sum(s[3]),.cout(c[3]));
adder z4(.a(a[4]),.b(b[4]),.c(c[3]),.sum(s[4]),.cout(c[4]));
adder z5(.a(a[5]),.b(b[5]),.c(c[4]),.sum(s[5]),.cout(c[5]));
adder z6(.a(a[6]),.b(b[6]),.c(c[5]),.sum(s[6]),.cout(c[6]));
adder z7(.a(a[7]),.b(b[7]),.c(c[6]),.sum(s[7]),.cout(c[7]));
adder z8(.a(a[8]),.b(b[8]),.c(c[7]),.sum(s[8]),.cout(c[8]));
adder z9(.a(a[9]),.b(b[9]),.c(c[8]),.sum(s[9]),.cout(c[9]));
adder z10(.a(a[10]),.b(b[10]),.c(c[9]),.sum(s[10]),.cout(c[10]));
adder z11(.a(a[11]),.b(b[11]),.c(c[10]),.sum(s[11]),.cout(c[11]));
adder z12(.a(a[12]),.b(b[12]),.c(c[11]),.sum(s[12]),.cout(c[12]));
adder z13(.a(a[13]),.b(b[13]),.c(c[12]),.sum(s[13]),.cout(c[13]));
adder z14(.a(a[14]),.b(b[14]),.c(c[13]),.sum(s[14]),.cout(c[14]));
adder z15(.a(a[15]),.b(b[15]),.c(c[14]),.sum(s[15]),.cout(carry));
endmodule
`timescale 1ns / 1ps
module instr_fetch(
                   input reset,
                   input [15:0] npc,
                   input [7:0] cond_address,     
                   input [10:0] uncond_address,   
                   input [5:0] link_address,     
                   input [15:0] register_data_2,
                   input [1:0] branch_type,
                   input BrTaken,
                   input reg_branch,
                   output [15:0] link_pc,
                   output [15:0] pc
                   );
wire [15:0] extended_cond_address;
wire [15:0] extended_uncond_address;
wire [15:0] extended_link_address;
wire [15:0] branch_address;
wire [15:0] npc1, npc2;
wire [15:0] npc_temp;
sign_extend #(.width(8)) sign1(
                               .input_i(cond_address),
                               .extended_address(extended_cond_address)
                               );
sign_extend #(.width(11)) sign2(
                              .input_i(uncond_address),
                              .extended_address(extended_uncond_address)
                                );
sign_extend #(.width(6)) sign3(
                              .input_i(link_address),
                              .extended_address(extended_link_address)
                                );                                
mux4x1 #(.width(16)) mux4x1_1
                            (
                             .in1({{8{cond_address[7]}},cond_address}),
                             .in2({{5{uncond_address[10]}},uncond_address}),
                             .in3({{10{link_address[5]}},link_address}),
                             .in4(register_data_2),
                             .sel(branch_type),
                             .out(branch_address)
                              );
adder_16bit add1(       
                 .a(branch_address),
                 .b(npc),
                 .cin(1'b0),
                 .s(npc_temp)     
                 );               
 mux2x1 #(.width(16)) mux2x1_5
                              (
                                .in1(npc_temp),
                                .in2(register_data_2),
                                .sel(reg_branch),
                                .out(npc1)
                               );            
adder_16bit add2(
                .a(16'h0001),    
                .b(npc),
                .cin(1'b0),
                .s(npc2)
                ); 
assign link_pc = npc2;                   
wire final_branch_sel;
mux2x1 #(.width(1)) mux2x1_2
             (
               .in1(BrTaken),
               .in2(1'b0),
               .sel(reset),
               .out(final_branch_sel)
              );            
mux2x1 #(.width(16)) mux2x1_1
                            (
                             .in1(npc2),       
                             .in2(npc1),    
                             .sel(final_branch_sel),                     
                             .out(pc)          
                             );
endmodule
`timescale 1ns / 1ps
module mux2x1 #(parameter width = 16)(
              input [width-1:0] in1,       
              input [width-1:0] in2,    
              input sel,                     
              output reg [width-1:0] out          
              );
    always @(*)
     begin
       if (sel == 1'b1)
       	out = in2;
       else
        out = in1;
     end
endmodule
`timescale 1ns / 1ps
module mux4x1 #(parameter width = 16)
            (
             input [width-1:0] in1,
             input [width-1:0] in2,
             input [width-1:0] in3,
             input [width-1:0] in4,
             input [1:0] sel,
             output reg [width-1:0] out
              );
    always @(*)
     begin
       if(sel == 2'b00)
       	out = in1;
       else if(sel == 2'b01)
       	out = in2;
       else if(sel == 2'b10)
       	out = in3;
       else
        out = in4;
     end
endmodule
`timescale 1ns / 1ps
module pc_manager(
                  input clk,
                  input reset,
                  input [7:0] cond_address,
                  input [10:0] uncond_address,  
                  input [5:0] link_address,
                  input [15:0] register_data_2,
                  input [1:0] branch_type,  
                  input BrTaken,
                  input reg_branch,
                  output [15:0] link_pc,
                  output [15:0] pc_out
                  );
   wire [15:0] pc, npc;
   assign pc_out = npc;
   pc_update p1(
                .in(pc),   
                .clk(clk),
                .reset(reset),
                .out(npc)   
                 );
   instr_fetch f1(
                  .reset(reset),
                  .npc(npc),
                  .cond_address(cond_address),
                  .uncond_address(uncond_address),
                  .link_address(link_address),
                  .register_data_2(register_data_2),
                  .branch_type(branch_type), 
                  .BrTaken(BrTaken),
                  .reg_branch(reg_branch),
                  .link_pc(link_pc),
                  .pc(pc)
                  );              
endmodule
`timescale 1ns / 1ps
module pc_update(
                  input [15:0] in,   
                  input clk,
                  input reset,
                  output reg [15:0] out   
                 );
     always @(posedge clk)
      begin
       if(reset==1'b1)
        begin
         out <= 16'b0;
        end
        else
         begin
          out <= in;
         end
      end      
endmodule
`timescale 1ns / 1ps
module sign_extend #(parameter width = 1)(
                   input [width-1:0] input_i,
                   output reg [15:0] extended_address
                   );
   always @(*)
    begin
      extended_address = {{(16-width){input_i[width-1]}},input_i};  
    end
endmodule
==> flow/run.sh <==
#!/bin/bash
# OpenROAD 26Q1-2900-gdf79404cd8, Yosys 0.63+post, stock flow scripts
make -C /OpenROAD-flow-scripts/flow DESIGN_CONFIG=/design/flow/config.mk WORK_HOME=/design/flow/orfs finish
==> flow/config.mk <==
export PLATFORM = sky130hd
export DESIGN_NAME = pc_manager
export DESIGN_NICKNAME = pc_manager
export VERILOG_FILES = /design/flow/design.v
export SDC_FILE = /design/flow/constraint.sdc
export NUM_CORES = 4
export LEC_CHECK = 1
export CORE_UTILIZATION = 40
==> flow/constraint.sdc <==
current_design pc_manager

set clk_period 16.7
set clk_io_pct 0.2

create_clock -name clk0 -period $clk_period [get_ports {clk}]

set non_clock_inputs [all_inputs -no_clocks]
set_input_delay [expr $clk_period * $clk_io_pct] -clock clk0 $non_clock_inputs
set_output_delay [expr $clk_period * $clk_io_pct] -clock clk0 [all_outputs]
==> run notes <==
Figures from the implementation reports.

- The final clock skew reads 0.00186 ns.
- The routed wirelength normalized by instance count is 14.1 um.
- The total DRC errors in the routed layout reads 0.
- The dominant cell type by count on the critical path is sky130_fd_sc_hd__fa_1.
- The number of hold buffers added after CTS was 0.
- The timing report attributes the biggest portion of critical-path delay to adder cells.
- The diode insertion count for antenna repair reads 0.
- The number of primary I/O pins is about 79.
- The fraction of final layout cells with drive strength greater than 1 reads roughly 6.4%.
- Entering global routing, the biggest net connects 34 pins.
- The total placed cells including tap cells reads ~300.
- The post-route antenna net violation count reads 0.
- Counting every sink on the clock net gives 16.
- Ranked by total cell area, the synthesized netlist is headed by sky130_fd_sc_hd__dfxtp_1, sky130_fd_sc_hd__fa_1, sky130_fd_sc_hd__buf_4, sky130_fd_sc_hd__mux4_2, sky130_fd_sc_hd__ha_1.
- At the placement stage, the worst setup path has a slack of between 5 and 6 ns.
- The slew check shows that the tightest pin keeps a relative margin of slightly below 50%.
- The endpoint type of the worst setup path is a register.
- Counting the warning lines in the Yosys log gives 7.
- The maximum buffer depth of the clock tree is 2.
- Ranking logic cells in the layout by count gives the top entries sky130_fd_sc_hd__clkdlybuf4s50_1, sky130_fd_sc_hd__inv_1, sky130_fd_sc_hd__a21oi_1.
- CTS built an H-tree with a depth of 1.
- The total power draw reads 0.142 mW.
- In this run, CTS created clock tree buffers numbering 3.
- The part of the cycle the worst path needs is 65.4%.
- A synthesized cell averages around 9.2 sq um.
- The minimum clock period after layout is around 11 ns.
- The number of global-route vias before repair is 1530.
- The initial antenna violation count is 0.
- The data arrival at the endpoint of the critical path is around 11 ns.
- The post-CTS clock slew at the launch and capture registers of the worst setup and hold paths is 0.07 ns.
- Adding up every negative setup slack in the final design gives 0 ns.
- The final report gives the core utilization as roughly 56%.
- In the final layout, the registers with the most flip-flops are p1.out x16.
- The critical path maximum fanout is 18.
- The highest clock rate this design can be run at is 91.6 MHz.
- Post-CTS repair ended up resizing 0 cells.
- The wire length of the first global-routing pass is approximately 7 mm.
- The register with the most flip-flops is p1.out.
- The TritonCTS clock tree reads done.
- The timing report shows that the slowest cell on the worst path is sky130_fd_sc_hd__clkdlybuf4s50_1.
- The count of buffers added on input and output ports is just under 80.
- Per the CTS log, the root buffer master is sky130_fd_sc_hd__clkbuf_8.
- The number of vias after detailed routing is ~1500.
- The number of setup buffers added after CTS reads 0.
- Measured along the x axis, the die boundary spans between 70 and 80 um.
- The flow ran to the end, and the final reports show no timing, DRC or antenna violations.
- The register with the most flip-flops in the layout has 16 of them.
- The startpoint-to-endpoint class of the critical path reads in -> reg.
- Setup repair after global routing left no endpoint under its margin.
- The biggest area consumer among synthesized cells is sky130_fd_sc_hd__dfxtp_1.
- The weighted congestion reported at the end of routability-driven placement is a little over 0.8.
- The total setup violations reported at the end of the flow is 0.
- The worst setup path is launched from an input pin.
- Summed over its instances, the top area cell type makes up between 10% and 20% of the synthesized netlist area.
- The remaining global-route overflow is 0.
- The DRC marker count from the first detailed-route iteration reads roughly 49.
- The vertical die dimension reads just over 70 um.
- The leakage component of the power reads 1.02 nW.
- The number of flip-flops and latches in the synthesized netlist reads 16.
- The number of rows in the core area reads 24.
- The number of cells reported by Yosys stat comes to 209.
- The clock insertion delay at the later pin of the skew report reads about 0.25 ns.
- The gate count after technology mapping reads ~210.
- The HPWL reported at the end of detailed placement reads ~3.3 mm.
- The die area reads a little over 5000 sq um.
- The chip area line in the Yosys stat output reads approximately 1900 sq um.
- In this run the critical path is formed by clkdlybuf4s50_1, buf_4, mux4_2, ha_1, inv_1, fa_1, fa_1, fa_1, fa_1, fa_1, fa_1, fa_1, fa_1, fa_1, fa_1, fa_1, fa_1, fa_1, fa_1, xnor2_1, xnor2_1, a311oi_1.
- The global-route total usage across every layer is 18.4%.
- The routed via count divided by cell count is 5.00.
- According to the floorplan report, the placeable core area is between 4000 and 5000 sq um.
- The first-pass detailed-route iteration total is 17.
- The worst hold slack across all endpoints is about 0.61 ns.
- The total cell area at the placement stage is 2480 sq um.
- The number of warnings reported in the stage logs is 25.
- The final cell count without fillers reads about 300.
- The worst endpoint required time reads about 17 ns.
- The worst stage delay on the critical path reads around 0.45 ns.
- The overall routed net length reads roughly 4.3 mm.
- The final instance area reads ~2500 sq um.
- The number of buffer and inverter stages on the critical path is 3.
- Across the run, the number of max-cap violations was 0.
- For reference, the final report shows the hold violation count at 0.
- Counting only logic cells after layout, the most numerous master is sky130_fd_sc_hd__clkdlybuf4s50_1.
- Per the power-grid run, VDD falls by no more than 0.0000364 V.
- The portion of the post-synthesis area used by sequential elements is 16.7%.
- The worst reg-to-reg setup slack reads 9.43 ns.
- The worst setup margin is just under 6 ns.
- The number of slew-limit violations in the final report reads 0.
- The transition time at the pin with the least slew margin reads 0.775 ns.
- The core utilization at floorplan is between 40% and 50%.
- The number of library cell types mapped by synthesis is 25.
- The area of the mapped netlist reads about 1900 sq um.
- The flow reported a cell area power density of roughly 56 nW/um^2.
- The area overhead of the layout relative to synthesis is 32.0%.
- The tightest min-delay check is of the reg -> reg type.
-- cells in the mapped netlist --
cell / n
sky130_fd_sc_hd__a211oi_1: 6
sky130_fd_sc_hd__a21oi_1: 20
sky130_fd_sc_hd__a311oi_1: 1
sky130_fd_sc_hd__buf_1: 1
sky130_fd_sc_hd__buf_2: 1
sky130_fd_sc_hd__buf_4: 34
sky130_fd_sc_hd__buf_6: 1
sky130_fd_sc_hd__clkbuf_1: 6
sky130_fd_sc_hd__clkinv_1: 1
sky130_fd_sc_hd__dfxtp_1: 16
sky130_fd_sc_hd__fa_1: 14
sky130_fd_sc_hd__ha_1: 15
sky130_fd_sc_hd__inv_1: 25
sky130_fd_sc_hd__mux2_2: 1
sky130_fd_sc_hd__mux2i_1: 1
sky130_fd_sc_hd__mux4_1: 2
sky130_fd_sc_hd__mux4_2: 9
sky130_fd_sc_hd__nand2_1: 10
sky130_fd_sc_hd__nand2b_1: 17
sky130_fd_sc_hd__nand3b_1: 1
sky130_fd_sc_hd__nor2_1: 15
sky130_fd_sc_hd__o211ai_1: 8
sky130_fd_sc_hd__o21ai_0: 1
sky130_fd_sc_hd__xnor2_1: 2
sky130_fd_sc_hd__xor2_1: 1
-- worst min-delay path: cells and delay by family, from the launching register on --
family / cells / cell delay [ns]
DFF: 1 / 0.35
and+or+nand+nor: 2 / 0.18
AOI/OAI and AO/OA: 1 / 0.04
-- logic make-up (layout without fill, tap and decap cells) --
logic type               after synthesis  count (layout)  synth area share, %
AND-OR/OR-AND                         36              36                 11.4
XOR/XNOR                               3               3                 1.37
adder cells (fa/ha/maj)               29              29                 24.5
buffers and inverters                 69             110                 20.7
flip-flops                            16              16                 16.7
multiplexers                          13              13                 14.5
AND/OR/NAND/NOR                       43              43                 10.9
-- where the power goes --
part / internal [mW] / switching (mW) / leakage, nW
clock network: 0.0160 / 0.0137 / 0.0216
logic: 0.0418 / 0.0253 / 0.869
registers: 0.0420 / 0.00312 / 0.133
total: 0.0998 / 0.0421 / 1.02
-- per-layer routing --
layer | global-route usage (%) | up-vias | wire [um]
met5 | 0 | - | 0
met4 | 0.444 | 0 | 0
met3 | 5.92 | 0 | 316
met2 | 29.8 | 57 | 2000
met1 | 26.6 | 698 | 1940
li1 | - | 756 | -
-- cell type report --
class,count,area [sq um]
Clock buffer,3,41.3
Inverter,26,97.6
Fill cell,421,1950
Sequential cell,16,320
Multi-Input combinational cell,124,1200
Tap cell,52,65.1
Timing Repair Buffer,81,803
-- path summary, 6_finish.rpt --
kind | to | start | cells after the start
worst max-delay path | p1.out[15] | branch_type[0] | 22
worst min-delay path | p1.out[0] | p1.out[0] | 3
worst max register to register | p1.out[15] | p1.out[0] | 19
worst min register to register | p1.out[0] | p1.out[0] | 3
Power is estimated from default activity; no workload was simulated.
