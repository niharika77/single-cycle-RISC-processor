$ cat /design/flow/run.sh
#!/bin/bash
# OpenROAD 26Q1-2900-gdf79404cd8, Yosys 0.63+post, stock flow scripts
make -C /OpenROAD-flow-scripts/flow DESIGN_CONFIG=/design/flow/config.mk WORK_HOME=/design/flow/orfs finish
$ cat /design/flow/config.mk
export PLATFORM = sky130hd
export DESIGN_NAME = data_memory
export DESIGN_NICKNAME = data_memory
export VERILOG_FILES = /design/flow/design.v
export SDC_FILE = /design/flow/constraint.sdc
export NUM_CORES = 4
export LEC_CHECK = 1
export CORE_UTILIZATION = 30
$ cat /design/flow/constraint.sdc
current_design data_memory

set clk_period 47.3
set clk_io_pct 0.2

create_clock -name clk0 -period $clk_period [get_ports {clk}]

set non_clock_inputs [all_inputs -no_clocks]
set_input_delay [expr $clk_period * $clk_io_pct] -clock clk0 $non_clock_inputs
set_output_delay [expr $clk_period * $clk_io_pct] -clock clk0 [all_outputs]
$ cat /design/flow/design.v
`timescale 1ns / 1ps
module data_memory(
                  input [15:0] address,
                  input [15:0] write_data,
                  input mem_read,
                  input mem_write,
                  input clk,
                  output reg [15:0] read_data
                   );
    reg [15:0] mem [127:0];     
    integer i;
    always @(*)
     begin
     if (mem_read == 1'b1) 
      read_data = mem[address];
     end
    always @(posedge clk)
     begin
      if(mem_write)
       begin
        mem[address] <= write_data;
       end
     end   
endmodule
==> results.tsv <==
stage	metric	value	unit
setup_path	path_cells	buf_8 > buf_4 > inv_4 > nor2_2 > nand2_1 > buf_4 > nor2_2	
final_timing	tightest_slew	1.219	ns
drt	wl_per_cell	32.64	um
power_and_ir_drop	p_int	2953	uW
synth	avgSynthCellArea	17.04	um^2
clock_tree	cts_root_buffer	clkbuf_16	
setup_path	startpoint_type	primary input	
power_and_ir_drop	p_comb_share	6.6	%
power_and_ir_drop	power_switching	893.6	uW
floorplan	die_h	514.5	um
final_timing	hold_viol_final	0	
final_layout	fin_util	34.86	%
power_and_ir_drop	clockPowerShare	41.2	%
power_and_ir_drop	total_power	3846	uW
synth	top_cell_area_share	78.06	%
final_timing	setup_viol	0	
run	warning_count	38	
power_and_ir_drop	peakVddDrop	0.03250	mV
place	numPortBuffers	41	
final_timing	period_used_share	25.89	%
setup_path	worstPathRequired	47.75	ns
final_timing	fmax	81.67	MHz
synth	async_flop_share	0	%
synth	yosysTopAreaCell	edfxtp_1	
power_and_ir_drop	swShare	23.23	%
synth	ys.flops	2064	
setup_path	startpoint	address[2]	
synth	yosys-stat-area	78780	um^2
global_routing	gr-usage-all-layers	22.18	%
drt	viasPerCell	5.633	
synth	synth_area	78780	um^2
setup_path	cp_slowest_stage_delay	0.71	ns
place	hpwl	170600	um
clock_tree	clockBufferDepth	3	
final_timing	holdWs	8.836	ns
final_timing	fin_crit	12.24	ns
place	place_congestion	1.041	
floorplan	die-area	264700	um^2
synth	yosysWarnings	1	
drt	postRouteAntennaNets	0	
global_routing	grt_overflow	0	
setup_path	crit_path_end_kind	flip-flop	
floorplan	initCoreUtil	30.25	%
floorplan	die_width	514.5	um
clock_tree	h-tree-depth	4	
drt	drtIter0Drc	4119	
final_timing	rsz0062_at_grt	no	
power_and_ir_drop	seqPwrFrac	52.2	%
setup_path	crit_path_top_delay_cell	nor2_2	
final_timing	drv_slew	0	
synth	most_common_cell	edfxtp_1	
clock_tree	cts-hold-fix-buffers	0	
global_routing	grt_max_degree	123	
power_and_ir_drop	cellPowerDensity	42.37	nW/um^2
final_timing	untimed_endpoints	32	
final_timing	relSlewSlack	18.73	%
run	maxCapViolations	0	
final_timing	unclocked_regs	16	
final_layout	area.growth.synth_to_final	15.23	%
hold_path	hold_path_class	in -> reg	
floorplan	io_pins	51	
global_routing	antenna_found_initial	18	
clock_tree	numCtsBuffers	201	
clock_tree	cts_setup_buffers	0	
synth	ys_cells	4623	
clock_tree	cts_resized	0	
synth	syn_inst	4623	
drt	wirelength	275800	um
synth	enable_flop_cells	2048	
drt	drt_pass1_iterations	8	
synth	flop_cell	edfxtp_1	
run_status	run_status	complete, no violations	
hold_path	holdPathEnd	mem[53][1]	
setup_path	crit_fanout	52	
synth	synthTopCellsByArea	edfxtp_1 78%, a221oi_1 5.3%, mux2_2 2.1%, a22oi_1 1.7%, nor2_1 1.7%	
global_routing	grt_pass1_vias	49693	
setup_path	cp.buffers_inverters	4	
final_timing	finalSetupTns	0	ns
setup_path	critPathKind	in -> reg	
clock_tree	cts_tree	yes	
synth	synth_cell_types	69	
hold_path	min_path_cells	1	
setup_path	arrival	12.70	ns
final_timing	setup_ws	35.06	ns
synth	netlist_top_cells_count	2048 x edfxtp_1, 479 x a221oi_1, 350 x nor2_1	
drt	num_vias	47608	
final_layout	drive_gt1_share	16.51	%
place	pre_cts_ws	34.30	ns
floorplan	core-area	260400	um^2
setup_path	critPathTopFamily	buffers and inverters	
global_routing	grt_pass1_wl	384600	um
floorplan	rows	187	
power_and_ir_drop	leakage	0.02778	uW
clock_tree	path_clk_slew	0.06	ns
hold_path	min-delay-start	write_data[1]	
drt	route.detailed.drc	0	
-- metal layers --
metal	GRT usage [%]	vias to the layer above	part of all wire [%]
met5	2.338	-	0.34
met3	19.05	602	19
met2	31.39	3722	44
li1	-	19532	-
met1	23.55	23724	32
met4	8.648	28	5.1
-- layout by cell type, fill, tap and decap left out, types with 17 or more instances in the layout --
| master | netlist | layout |
|---|---|---|
| edfxtp_1 | 2048 | 2048 |
| clkinv_1 | 2 | 44 |
| bufinv_16 | 0 | 17 |
| mux2i_1 | 80 | 80 |
| nor2_2 | 2 | 35 |
| clkbuf_16 | 0 | 204 |
| clkdlybuf4s50_1 | 0 | 20 |
| mux2_2 | 145 | 145 |
| clkbuf_1 | 156 | 47 |
| nand2_1 | 124 | 123 |
| o221ai_1 | 42 | 42 |
| a21oi_1 | 226 | 226 |
| buf_4 | 11 | 288 |
| clkinv_2 | 0 | 45 |
| o22ai_1 | 65 | 65 |
| a221oi_1 | 479 | 479 |
| nor2_1 | 350 | 314 |
| nor3_1 | 36 | 29 |
| o211ai_1 | 17 | 17 |
| a222oi_1 | 21 | 21 |
| o21ai_0 | 149 | 149 |
| a221o_1 | 37 | 37 |
| a22oi_1 | 177 | 177 |
| mux4_2 | 22 | 22 |
-- state kept, by name (all words and copies together) (netlist names) --
signal     count
mem         2048
read_data     16
-- power by group through the flow --
stage	clock network, uW	logic (uW)	registers (uW)
4_1_cts	1600	248	2010
5_1_grt	1660	263	2010
6_report	1580	255	2010
-- logic make-up after synthesis --
logic type,share of synthesized area (%)
AND-OR/OR-AND,12.55
multiplexers,3.766
flip-flops,78.06
AND/OR/NAND/NOR,3.246
buffers and inverters,2.073
latches,0.3049
-- stage by stage --
step	instances	instance area (um^2)
floorplan	4623	78780
global placement	8070	84250
CTS	8444	90760
detailed placement	8070	84250
global route	8449	90770
finish	8452	90780
-- worst max path at each step --
| stage | to | cells past startpoint |
|---|---|---|
| 6_report | mem[12][6] | 7 |
| 5_1_grt | mem[12][6] | 7 |
| 4_1_cts | mem[66][13] | 5 |
-- layout make-up --
cell class	count	area, um^2
Inverter	6	35.03
Clock inverter	123	1222
Timing Repair Buffer	317	2497
Multi-Input combinational cell	2187	15610
Sequential cell	2064	61740
Antenna cell	8	20.02
Tap cell	3496	4374
Fill cell	23979	169600
Clock buffer	251	5281
Power and IR drop assume default switching activity.
