==> design/flow/design.v <==
module instruction_mem(
                    input [15:0] address, 
                    input [1:0] test,
                    output reg [15:0] instruction
                    );
reg [15:0] code_mem [127:0];
always @(*)
	begin 
	if (test == 2'b00)
	 begin
          code_mem[0] = 16'b0010000000000000;
          code_mem[1] = 16'b0100011000000011;
          code_mem[2] = 16'b0010000100000001;
          code_mem[3] = 16'b0100011000001011;
          code_mem[4] = 16'b0001100000001010;
          code_mem[5] = 16'b0100011000010011;
          code_mem[6] = 16'b0001100001010000;
          code_mem[7] = 16'b0100011000000011;
          code_mem[8] = 16'b0001100000010001;
          code_mem[9] = 16'b0100011000001011;
          code_mem[10] = 16'b1110011111111001;
          code_mem[11] = 16'b1011111100000000;
      end
    if(test == 2'b01)
     begin
              code_mem[0] = 16'b0010000000000110;
              code_mem[1] = 16'b0010000100000010;
              code_mem[2] = 16'b0010001000000001;
              code_mem[3] = 16'b0010001100000000;
              code_mem[4] = 16'b0100001010011010;
              code_mem[5] = 16'b1101000000010010;
              code_mem[6] = 16'b1011111100000000;
              code_mem[7] = 16'b0100001010011000;
              code_mem[8] = 16'b1101000000000111;
              code_mem[9] = 16'b1011111100000000;
              code_mem[10] = 16'b0100001010011001;
              code_mem[11] = 16'b1101000100001001;
              code_mem[12] = 16'b1011111100000000;
              code_mem[13] = 16'b0010001000000000;
              code_mem[14] = 16'b1110011111110101;
              code_mem[15] = 16'b1011111100000000;
              code_mem[16] = 16'b0100011000000100;
              code_mem[17] = 16'b0100011000001000;
              code_mem[18] = 16'b0100011000100001;
              code_mem[19] = 16'b1110011111110000;
              code_mem[20] = 16'b1011111100000000;
              code_mem[21] = 16'b0001101001000000;
              code_mem[22] = 16'b1110011111101101;
              code_mem[23] = 16'b1011111100000000;
              code_mem[24] = 16'b0100011000000101;
              code_mem[25] = 16'b1110000000000001;
              code_mem[26] = 16'b1011111100000000;
              code_mem[27] = 16'b1011111100000000;
       end
   if (test == 2'b10)
     begin    
            code_mem[0] = 16'b0010011000001001;
            code_mem[1] = 16'b0010001000000000;
            code_mem[2] = 16'b0100001010010110;
            code_mem[3] = 16'b1101101100000101;
            code_mem[4] = 16'b1011111100000000;
            code_mem[5] = 16'b0110000000110110;
            code_mem[6] = 16'b0001111001110110;
            code_mem[7] = 16'b1110011111111010;
            code_mem[8] = 16'b1011111100000000;
            code_mem[9] = 16'b0010000000001001;
            code_mem[10] = 16'b0010000100000000;
            code_mem[11] = 16'b0010001000000000;
            code_mem[12] = 16'b0100001010010000;
            code_mem[13] = 16'b1101101100000111;
            code_mem[14] = 16'b1011111100000000;
            code_mem[15] = 16'b0110100000000011;
            code_mem[16] = 16'b1011111100000000;
            code_mem[17] = 16'b0001100011001001;
            code_mem[18] = 16'b0001111001000000;
            code_mem[19] = 16'b1110011111111000;
            code_mem[20] = 16'b1011111100000000;
            code_mem[21] = 16'b1011111100000000;
	end
end
always @(*)
 begin  
  instruction = code_mem[address];
 end
endmodule
==> design/flow/run.sh <==
#!/bin/bash
# OpenROAD 26Q1-2900-gdf79404cd8, Yosys 0.63+post, stock flow scripts
make -C /OpenROAD-flow-scripts/flow DESIGN_CONFIG=/design/flow/config.mk WORK_HOME=/design/flow/orfs finish
==> design/flow/config.mk <==
export PLATFORM = sky130hd
export DESIGN_NAME = instruction_mem
export DESIGN_NICKNAME = instruction_mem
export VERILOG_FILES = /design/flow/design.v
export SDC_FILE = /design/flow/constraint.sdc
export NUM_CORES = 4
export LEC_CHECK = 1
export CORE_AREA = 10 10 94 94
export DIE_AREA = 0 0 104 104
==> design/flow/constraint.sdc <==
current_design instruction_mem

set clk_period 6.4
set clk_io_pct 0.2

create_clock -name clk0 -period $clk_period

set non_clock_inputs [all_inputs -no_clocks]
set_input_delay [expr $clk_period * $clk_io_pct] -clock clk0 $non_clock_inputs
set_output_delay [expr $clk_period * $clk_io_pct] -clock clk0 [all_outputs]
==> impl_metrics.yaml <==
# implementation run metrics
logic_synthesis:
  yosys_warnings: 1602
  syn_avg_cell_area_sq_um: 6.632
  post-synth-top-area-fraction: 0.06887
  synth.yosys.chip_area_sq_um: 1744
  top_cell_type_by_instance_count_after_synthesis: "nand2_1"
  top_cells_by_area: "dlxtn_1 (6.9%), nand2_1 (5.6%), a21oi_1 (4.9%)"
  synth.cell_area_sq_um: 1744
  edf_count: 0
  synth.distinct_cells: 71
  yosysCellCount: 263
  synthDominantAreaCellType: "dlxtn_1"
  mapped_cells: 263
  yosys_register_bits: 8
  postSynth.topFlopCell: "dlxtn_1"
  synthArstFlopShare: 0
  synth.cells.most_frequent: "nand2_1 (26), a21oi_1 (17), nor2_1 (17), o21ai_0 (14), buf_2 (12)"
job:
  cap_viol_max_count: 0
  stage_log_warnings: 44
global_routing:
  global_route_usage_sum: 0.1196
  grt-busiest-layer: "met2"
  use_met3: 0.01754
  global_route_wire_length_before_repair_mm: 11.05
  largest_net_degree_at_the_start_of_global_routing: 49
  gr-total-overflow: 0
  grt_use_met1: 0.1706
  first_global_vias: 1955
  antenna_found_initial: 0
  use_met2: 0.1838
floorplanning:
  initCoreUtil: 0.2553
  height_of_the_die_microns: 104
  die_outline_area_sq_um: 10820
  placementRows: 30
  core_region_area_sq_um: 6832
  horizontal_extent_of_the_die_microns: 104
  boundaryPins: 34
final_timing:
  setup_tns_ns: 0
  setup_viol: 0
  unclocked_pins: 8
  untimed_endpoints: 8
  fmax_ghz: 0.1852
  period_needed_ns: 5.400
  rsz_0062_raised_after_global_routing: "no"
  timing_max_transition_violations_final: 0
  min_period_over_period: 0.8438
  worst_slew_margin_rel: 0.4996
  hold_violation_total_from_the_final_report: 0
  max_slew.worst_pin.slew_ns: 0.7490
status:
  status: "finished, final reports clean"
routing:
  routedWlPerCell_microns: 18.40
  first_pass_iters: 5
  totalWireLength_mm: 6.679
  route.antenna.diode_count: 0
  route.antenna.remaining_nets: 0
  detailroute.via_count: 2207
  residual_drc_count: 0
  vias_per_cell: 6.080
  detail_route.iter0.violations: 344
finish:
  layout-drive-gt1-share: 0.08240
  largest_register_ffs: 8
  area_growth_syn_to_layout_pct: 14.49
  layout.core_utilization: 0.2923
setup_path:
  timing.critical_path.cells: "clkdlybuf4s50_1 -> nor3b_1 -> nand4_2 -> a21boi_1 -> o221ai_1 -> or4_1 -> clkdlybuf4s50_1"
  crit_path_end_kind: "primary output"
  worst_path_most_repeated_cell: "clkdlybuf4s50_1"
  critPathBufInv: 2
  timing.critical_path.from_type: "input pin"
  critical_path_required_ns: 5.12
  max_stage_delay_on_crit_path_ns: 0.80
  critical_path_peak_fanout: 17
  criticalPathCategory: "input pin to primary output"
  cp.depth: 7
  worstPathArrival_ns: 4.12
  cp_slowest_cell: "clkdlybuf4s50_1"
  path_delay_family: "buffers and inverters"
clocking:
  post-cts-setup-buffer-count: 0
  cts.repair.resized: 0
  hold_fix_buffer_count_after_cts: 0
power_and_ir_drop:
  static-leakage-power_nw: 0.7204
  power_density_nw_per_um2: 51.38
  ir_worst_vdd_mv: 0.02043
worst_hold_path:
  hold_path_class: "input pin to primary output"
  timing.hold.worst_path_depth: 4
  worstHoldStart: "address[0]"
  min_to: "instruction[3]"
placement:
  hpwlAfterDp_mm: 4.788
  quantity_of_i_o_buffers_inserted_on_ports: 25
  place_congestion: 1.020
worst max path at each step:
stage / from / to / slack, ns
after CTS: address[4] / instruction[15] / 1.03
after global routing: address[4] / instruction[15] / 0.82
final: address[4] / instruction[15] / 1.0
layout make-up:
| type | instances | area [sq um] |
|---|---|---|
| well taps | 96 | 120.1 |
| fillers | 773 | 4835 |
| flip-flops and latches | 8 | 120.1 |
| repair buffers | 30 | 282.8 |
| inverters | 10 | 37.54 |
| multi-input cells | 219 | 1436 |
power by group:
group | internal [W] | total, W | switching [W]
combinational | 0.0000403 | 0.0000937 | 0.0000534
sequential | 0.00000415 | 0.00000893 | 0.00000477
clock | 0 | 0 | 0
per-stage QoR:
stage / power, W / setup slack, ns / instances / hold WS, ns / area [sq um]
final: 0.0001026 / 0.9995 / 363 / 3.402 / 1997
after CTS: 0.0001011 / 1.027 / 363 / 3.419 / 1997
after floorplan: 0.00006674 / 2.646 / 263 / 2.739 / 1744
after global placement: 0.0001007 / 1.023 / 363 / 3.414 / 1997
after detailed placement: 0.0001006 / 1.048 / 363 / 3.419 / 1997
after global routing: 0.0001126 / 0.8205 / 363 / 3.453 / 1997
cell families (layout without fill, tap and decap cells):
group / Yosys count / count (layout) / share of synthesized area
mux: 4 / 4 / 0.02439
latches: 8 / 8 / 0.06886
buf+inv: 36 / 40 / 0.1076
xor+xnor: 2 / 2 / 0.01004
simple gates: 112 / 112 / 0.3673
fa+ha+maj: 4 / 4 / 0.02870
compound gates: 97 / 97 / 0.3931
cell usage in the layout (no fill, tap or decap), drive strengths merged, types with 4 or more instances in the layout:
cell type,n
inv,10
and3,4
a32o,4
nor2,20
dlxtn,8
nand2b,7
nand3,4
ha,4
nand2,27
a21oi,18
nor2b,7
nand3b,6
buf,6
o21ai,14
clkdlybuf4s50,24
a21o,4
a31oi,11
a22oi,4
a32oi,4
nor3,7
nand4,10
layer usage:
layer	wire [microns]	share of wire	vias up
met5	0	0	-
met4	168	0.025	0
met3	720	0.11	17
met2	3015	0.45	152
met1	2774	0.42	1017
li1	-	-	1021
Power figures rest on the tool's default switching activity, not on a simulated workload.
